## flow/config.mk

```make
export PLATFORM = sky130hd
export DESIGN_NAME = Touch
export DESIGN_NICKNAME = Touch
export VERILOG_FILES = /design/flow/design.v
export SDC_FILE = /design/flow/constraint.sdc
export NUM_CORES = 4
export LEC_CHECK = 1
export CORE_UTILIZATION = 50
```

## flow/constraint.sdc

```tcl
current_design Touch

set clk_period 5.7
set clk_io_pct 0.2

create_clock -name clk0 -period $clk_period [get_ports {cclk}]

set non_clock_inputs [all_inputs -no_clocks]
set_input_delay [expr $clk_period * $clk_io_pct] -clock clk0 $non_clock_inputs
set_output_delay [expr $clk_period * $clk_io_pct] -clock clk0 [all_outputs]
```

## flow/design.v

```verilog
`timescale 1ns / 1ps
`default_nettype none
module Touch(
	input wire cclk, rstb, 
	input wire z, 
	input wire [11:0] x, y,
	output reg tap, send, space
); 
reg [31:0] buffer_start; 
reg [31:0] buffer_end; 
always @(posedge cclk) begin	
	if(~rstb) begin
	 buffer_start <= 0; 
	 buffer_end <= 0; 
	 tap <= 0;
	 send <= 0;
	 space <= 0; 
	end
	else if (z) begin 
		buffer_end <= 0;
		if (buffer_start < 10000000) begin
			buffer_start <= buffer_start + 1;
		end
		else begin
			if (y > 136) begin
				if ( x >= 0 && x < 160) begin
					space <= 1; 
					tap <= 0; 
					send <= 0; 
				end 
				else if ( x >= 160 && x <= 320) begin 
					space <= 0; 
					tap <= 1; 
					send <= 0;
				end
				else if ( x > 320 && x <= 480) begin 
					space <= 0; 
					tap <= 0; 
					send <= 1;
				end
			end
			buffer_end <= 0;
			buffer_start <= 0;
		end
	end 	
	else if (buffer_end < 10000000) begin
		buffer_start <= 0;
		buffer_end <= buffer_end + 1; 		
	end
	else begin
		buffer_end <= 0;
		buffer_start <= 0;
		space <= 0; 
		tap <= 0; 
		send <= 0; 
	end
end
endmodule
`default_nettype wire
```

## flow/run.sh

```bash
#!/bin/bash
# OpenROAD 26Q1-2900-gdf79404cd8, Yosys 0.63+post, stock flow scripts
make -C /OpenROAD-flow-scripts/flow DESIGN_CONFIG=/design/flow/config.mk WORK_HOME=/design/flow/orfs finish
```

==> metrics.csv <==
metric;value;unit
status;completed;
maxCapViolations;0;
cts_resized;0;
hold_violations;0;
ioPinCount;30;
cp.required;5.94;ns
tns;0;ns
r2r_slack;3.46;ns
root_buffer;clkbuf_8;
criticalPathCategory;input port to flip-flop;
die_x;75.8;um
finalMaxSlewViolations;0;
drtAntennaViolNets;0;
rsz0062_at_grt;no;
crit_path_end_kind;flip-flop;
post-route-min-period;2.69;ns
fin_area;3300;um2
irDropWorstVdd;0.166;mV
antenna_found_initial;0;
fp-row-count;26;
relSlewSlack;53.1;%
fmax;372;MHz
clk_path_buf_depth;2;
cp-startpoint;z;
p_leak;1.14;nW
powerDensity;258;nW/um2
post-cts-setup-buffers;0;
p_total;853;uW
antenna_cells;0;
wl;4.58;mm
core_area;5170;um2
gr-total-overflow;0;
place_congestion;0.874;
h-tree-depth;3;
cts.sinks;67;
fill_cells;435;
cts_made_buffers;9;
synth_flop_count;67;
setup.worst_path.end;buffer_start[18]$_SDFF_PN0_;
setup_viol_count_final;0;
ys_seq_share;49.3;%
wire_per_inst;10.9;um
synthArstFlopShare;0;%
dp_hpwl;3.19;mm
grtUsageTotal;17.7;%
ys_types;41;
dpl_cell_area;3120;um2
crit_fanout;21;
drive_gt1_share;5.73;%
tightestPinTransition;0.701;ns
firstDrtPassIters;4;
yosys_cells;297;
die_y;75.8;um
flop_area;1340;um2
fin_crit_sh;47.1;%
netlist_area;2720;um2
drt_iter0_drc;104;
reg2reg_from;buffer_start[22]$_SDFF_PN0_;
cts_tree;done;
vias;2084;
fin_skew;0.00999;ns
critical_path_arrival;2.93;ns
avgSynthCellArea;9.16;um2
fp_util;52.6;%
grt_pass1_vias;1877;
logic_area;1390;um2
vias_per_cell;4.97;
yosys_warnings;1;
synthCells;297;
fin_hold_ws;0.460;ns
cts.clk_slew.worst_paths;0.07;ns
hold_buffers;0;
warnings;26;
edf_count;0;
crit_path_start_kind;input port;
grt_max_degree;24;
ys_area;2720;um2
io_buffers;29;
grt_pass1_wl;7.82;mm
areaGrowthSynthToFinish;21.3;%
chipArea;5740;um2
ff_type;dfxtp_1;
reg2reg_depth;6;
drc;0;
hp-class;flip-flop to flip-flop;
clock_latency;0.33;ns
reg2reg_to;buffer_start[18]$_SDFF_PN0_;
per-layer routing:
layer | track usage, % | part of all wire [%] | vias up
li1 | - | - | 1103
met1 | 28.1 | 54 | 933
met2 | 26.1 | 40 | 43
met3 | 3.08 | 4.2 | 5
met4 | 3.50 | 1.4 | 0
met5 | 0 | 0 | -
synthesized netlist by cell type (all sizes together) (5+ instances only):
| cell type | number | share of area, % |
|---|---|---|
| xnor2 | 20 | 6.4 |
| nor2 | 58 | 8.0 |
| nand4 | 12 | 2.8 |
| nand2 | 19 | 2.7 |
| dfxtp | 67 | 49 |
| nor3 | 8 | 1.7 |
| and3 | 10 | 2.3 |
| nand3 | 21 | 3.9 |
| xor2 | 22 | 7.1 |
| and4 | 7 | 2.3 |
| nor4 | 5 | 1.1 |
through the flow:
step,worst slack (ns),util (%),instances
finish,3.01,63.8,419
global route,2.79,63.8,419
CTS,2.98,63.8,419
detailed placement,2.66,60.3,403
global placement,2.69,60.3,403
floorplan,3.24,-,312
flip-flops by register name (all words and copies together) (netlist names):
register,cells
send,1
space,1
buffer_end,32
tap,1
buffer_start,32
report_power, final:
group          total (mW)  leakage (nW)  internal [mW]  switching, mW
registers           0.477         0.546          0.475        0.00187
clock network       0.347        0.0884          0.180          0.166
logic              0.0294         0.503         0.0202        0.00926
total               0.853          1.14          0.675          0.178
final cells by class:
cell class	instances	area share, %
Sequential cell	67	40.7
Tap cell	70	2.65
Inverter	4	0.455
Clock buffer	12	4.70
Multi-Input combinational cell	233	42.0
Timing Repair Buffer	29	8.80
Clock inverter	4	0.758
cells in the final DEF, fill, tap and decap left out, types with 4 or more instances in the layout:
| cell | instances |
|---|---|
| and3_1 | 10 |
| xor2_1 | 22 |
| clkbuf_8 | 11 |
| nor2_1 | 58 |
| and4_1 | 7 |
| nand4_1 | 12 |
| clkdlybuf4s50_1 | 29 |
| dfxtp_1 | 67 |
| nand2_1 | 18 |
| conb_1 | 16 |
| xnor2_1 | 20 |
| nand3_1 | 21 |
| nor4_1 | 5 |
| nor3_1 | 7 |
| inv_1 | 4 |
how the worst min path moves through the flow:
stage                        startpoint                 to  slack [ns]  depth (start not counted)
after CTS              tap$_SDFFE_PN0P_   tap$_SDFFE_PN0P_        0.46                          2
after global routing  send$_SDFFE_PN0P_  send$_SDFFE_PN0P_        0.48                          2
final                  tap$_SDFFE_PN0P_   tap$_SDFFE_PN0P_        0.46                          2
kinds of logic (layout without fill, tap and decap cells):
| family | Yosys count | count (layout) | synth area share (%) |
|---|---|---|---|
| adder cells (fa/ha/maj) | 2 | 2 | 0.920 |
| AND-OR/OR-AND | 17 | 17 | 5.15 |
| buffers and inverters | 12 | 49 | 1.84 |
| multiplexers | 3 | 3 | 1.10 |
| XOR/XNOR | 42 | 42 | 13.5 |
| flip-flops | 67 | 67 | 49.3 |
| AND/OR/NAND/NOR | 153 | 153 | 28.0 |
| other | 1 | 16 | 0.138 |
critical path: stages:
cell,delay [ns]
clkdlybuf4s50_1,0.62
nand4b_1,0.17
a31oi_2,0.29
nand2_1,0.48
nor2_1,0.23
Power is estimated from default activity; no workload was simulated.
