### /design/flow/config.mk
export PLATFORM = sky130hd
export DESIGN_NAME = morse_decoder
export DESIGN_NICKNAME = morse_decoder
export VERILOG_FILES = /design/flow/design.v
export SDC_FILE = /design/flow/constraint.sdc
export NUM_CORES = 4
export LEC_CHECK = 1
export CORE_UTILIZATION = 50
### /design/flow/constraint.sdc
current_design morse_decoder

set clk_period 7.3
set clk_io_pct 0.2

create_clock -name clk0 -period $clk_period [get_ports {cclk}]

set non_clock_inputs [all_inputs -no_clocks]
set_input_delay [expr $clk_period * $clk_io_pct] -clock clk0 $non_clock_inputs
set_output_delay [expr $clk_period * $clk_io_pct] -clock clk0 [all_outputs]
### /design/flow/design.v
`timescale 1ns / 1ps
`default_nettype none
module morse_decoder(
	input wire cclk, rstb, 
	input wire tap, space, send,
	input wire done_reading,
	output reg [7:0] red, green, blue,
	output reg [1:0] morseCode,
	output reg [7:0] send_byte,
	output reg send_ena
);
	reg [10:0] state;
	reg [40:0] touch_cycles;
	reg dot, dash;
	reg prev_space, space_reg;
	always @(posedge cclk) begin
		if(~rstb) begin
			morseCode <= 2'd2;
			state <= 0; 
			touch_cycles <= 0;
			dot <= 0;
			dash <= 0;
			send_ena <= 0;
			send_byte <= 0;
			space_reg <= 0;
			prev_space <= 0;
		end
		else begin
			if (prev_space != space) begin
				prev_space <= space;
				space_reg <= space;
			end		
			else if (state == 0) begin
				 if (dot) begin
					  state <= 1;
				 end
				 else if (dash) begin
					  state <= 2;
				 end
				 else if (space_reg) begin
					  state <= 63 ;
				 end
				 dash<= 0;
				 dot <= 0;
			end
			else if (state == 1) begin
				 if (dot) begin
					  state <= 3;
				 end
				 else if (dash) begin
					  state <= 4;
				 end
				 else if (space_reg) begin
					  state <= 63;
				 end
				 else if (send) begin
					  send_byte <= 5;
					  state <= 64;
				 end
				 dash<= 0;
				 dot <= 0;
			end
			else if (state == 2) begin
				 if (dot) begin
					  state <= 5;
				 end
				 else if (dash) begin
					  state <= 6;
				 end
				 else if (space_reg) begin
					  state <= 63 ;
				 end
				 else if (send) begin
					  send_byte <= 20;
					  state <= 64 ;
				 end
				 dash<= 0;
				 dot <= 0;
			end
			else if (state == 3) begin
				 if (dot) begin
					  state <= 7;
				 end
				 else if (dash) begin
					  state <= 8;
				 end
				 else if (space_reg) begin
					  state <= 63 ;
				 end
				 else if (send) begin
					  send_byte <= 9;
					  state <= 64 ;
				 end
				 dash<= 0;
				 dot <= 0;
			end
			else if (state == 4) begin
				 if (dot) begin
					  state <= 9;
				 end
				 else if (dash) begin
					  state <= 10;
				 end
				 else if (space_reg) begin
					  state <= 63 ;
				 end
				 else if (send) begin
					  send_byte <= 1;
					  state <= 64 ;
				 end
				 dash<= 0;
				 dot <= 0;
			end
			else if (state == 5) begin
				 if (dot) begin
					  state <= 11;
				 end
				 else if (dash) begin
					  state <= 12;
				 end
				 else if (space_reg) begin
					  state <= 63 ;
				 end
				 else if (send) begin
				     send_byte <= 14;
					  state <= 64 ;
				 end
				 dash<= 0;
				 dot <= 0;
			end
			else if (state == 6) begin
				 if (dot) begin
					  state <= 13;
				 end
				 else if (dash) begin
					  state <= 14;
				 end
				 else if (space_reg) begin
					  state <= 63 ;
				 end
				 else if (send) begin
					  send_byte <= 13;
					  state <= 64 ;
				 end
				 dash<= 0;
				 dot <= 0;
			end
			else if (state == 7) begin
				 if (dot) begin
					  state <= 15;
				 end
				 else if (dash) begin
					  state <= 16;
				 end
				 else if (space_reg) begin
					  state <= 63 ;
				 end
				 else if (send) begin
				     send_byte <= 19;
					  state <= 64 ;
				 end
				 dash<= 0;
				 dot <= 0;
			end
			else if (state == 8) begin
				 if (dot) begin
					  state <= 17;
				 end
				 else if (dash) begin
					  state <= 18;
				 end
				 else if (space_reg) begin
					  state <= 63 ;
				 end
				 else if (send) begin
				     send_byte <= 21;
					  state <= 64 ;
				 end
				 dash<= 0;
				 dot <= 0;
			end
			else if (state == 9) begin
				 if (dot) begin
					  state <= 19;
				 end
				 else if (dash) begin
					  state <= 20;
				 end
				 else if (space_reg) begin
					  state <= 63 ;
				 end
				 else if (send) begin
					  send_byte <= 18;
					  state <= 64 ;
				 end
				 dash<= 0;
				 dot <= 0;
			end
			else if (state == 10) begin
				 if (dot) begin
					  state <= 21;
				 end
				 else if (dash) begin
					  state <= 22;
				 end
				 else if (space_reg) begin
					  state <= 63 ;
				 end
				 else if (send) begin
				     send_byte <= 23;
					  state <= 64 ;
				 end
				 dash<= 0;
				 dot <= 0;
			end
			else if (state == 11) begin
				 if (dot) begin
					  state <= 23;
				 end
				 else if (dash) begin
					  state <= 24;
				 end
				 else if (space_reg) begin
					  state <= 63 ;
				 end
				 else if (send) begin
					  send_byte <= 4;
					  state <= 64 ;
				 end
				 dash<= 0;
				 dot <= 0;
			end
			else if (state == 12) begin
				 if (dot) begin
					  state <= 25;
				 end
				 else if (dash) begin
					  state <= 26;
				 end
				 else if (space_reg) begin
					  state <= 63 ;
				 end
				 else if (send) begin
				     send_byte <= 11;
					  state <= 64 ;
				 end
				 dash<= 0;
				 dot <= 0;
			end
			else if (state == 13) begin
				 if (dot) begin
					  state <= 27;
				 end
				 else if (dash) begin
					  state <= 28;
				 end
				 else if (space_reg) begin
					  state <= 63 ;
				 end
				 else if (send) begin
				     send_byte <= 7;
					  state <= 64 ;
				 end
				 dash<= 0;
				 dot <= 0;
			end
			else if (state == 14) begin
				 if (dot) begin
					  state <= 29;
				 end
				 else if (dash) begin
					  state <= 30;
				 end
				 else if (space_reg) begin
					  state <= 63 ;
				 end
				 else if (send) begin
				     send_byte <= 15;
					  state <= 64 ;
				 end
				 dash<= 0;
				 dot <= 0;
			end
			else if (state == 15) begin
				 if (dot) begin
					  state <= 31;
				 end
				 else if (dash) begin
					  state <= 32;
				 end
				 else if (space_reg) begin
					  state <= 63 ;
				 end
				 else if (send) begin
				     send_byte <= 8;
					  state <= 64 ;
				 end
				 dash<= 0;
				 dot <= 0;
			end
			else if (state == 16) begin
				 if (dot) begin
					  state <= 33;
				 end
				 else if (dash) begin
					  state <= 34;
				 end
				 else if (space_reg) begin
					  state <= 63 ;
				 end
				 else if (send) begin
				     send_byte <= 22;
					  state <= 64 ;
				 end
				 dash<= 0;
				 dot <= 0;
			end
			else if (state == 17) begin
				 if (dot) begin
					  state <= 35;
				 end
				 else if (dash) begin
					  state <= 36;
				 end
				 else if (space_reg) begin
					  state <= 63 ;
				 end
				 else if (send) begin
				     send_byte <= 6;
					  state <= 64 ;
				 end
				 dash<= 0;
				 dot <= 0;
			end
			else if (state == 18) begin
				 if (dot) begin
					  state <= 37;
				 end
				 else if (dash) begin
					  state <= 38;
				 end
				 else if (space_reg) begin
					  state <= 63 ;
				 end
				 dash<= 0;
				 dot <= 0;
			end
			else if (state == 19) begin
				 if (dot) begin
					  state <= 39;
				 end
				 else if (dash) begin
					  state <= 40;
				 end
				 else if (space_reg) begin
					  state <= 63 ;
				 end
				 else if (send) begin
				     send_byte <= 12;
					  state <= 64 ;
				 end
				 dash<= 0;
				 dot <= 0;
			end
			else if (state == 20) begin
				 if (dot) begin
					  state <= 41;
				 end
				 else if (dash) begin
					  state <= 42;
				 end
				 else if (space_reg) begin
					  state <= 63 ;
				 end
				 dash<= 0;
				 dot <= 0;
			end
			else if (state == 21) begin
				 if (dot) begin
					  state <= 43;
				 end
				 else if (dash) begin
					  state <= 44;
				 end
				 else if (space_reg) begin
					  state <= 63 ;
				 end
				 else if (send) begin
				     send_byte <= 16;
					  state <= 64 ;
				 end
				 dash<= 0;
				 dot <= 0;
			end
			else if (state == 22) begin
				 if (dot) begin
					  state <= 45;
				 end
				 else if (dash) begin
					  state <= 46;
				 end
				 else if (space_reg) begin
					  state <= 63 ;
				 end
				 else if (send) begin
				     send_byte <= 10;
					  state <= 64 ;
				 end
				 dash<= 0;
				 dot <= 0;
			end
			else if (state == 23) begin
				 if (dot) begin
					  state <= 47;
				 end
				 else if (dash) begin
					  state <= 48;
				 end
				 else if (space_reg) begin
					  state <= 63 ;
				 end
				 else if (send) begin
				     send_byte <= 2;
					  state <= 64 ;
				 end
				 dash<= 0;
				 dot <= 0;
			end
			else if (state == 24) begin
				 if (dot) begin
					  state <= 49;
				 end
				 else if (dash) begin
					  state <= 50;
				 end
				 else if (space_reg) begin
					  state <= 63 ;
				 end
				 else if (send) begin
				     send_byte <= 24;
					  state <= 64 ;
				 end
				 dash<= 0;
				 dot <= 0;
			end
			else if (state == 25) begin
				 if (dot) begin
					  state <= 51;
				 end
				 else if (dash) begin
					  state <= 52;
				 end
				 else if (space_reg) begin
					  state <= 63 ;
				 end
				 else if (send) begin
				     send_byte <= 3;
					  state <= 64 ;
				 end
				 dash<= 0;
				 dot <= 0;
			end
			else if (state == 26) begin
				 if (dot) begin
					  state <= 53;
				 end
				 else if (dash) begin
					  state <= 54;
				 end
				 else if (space_reg) begin
					  state <= 63 ;
				 end
				 else if (send) begin
				     send_byte <= 25;
					  state <= 64 ;
				 end
				 dash<= 0;
				 dot <= 0;
			end
			else if (state == 27) begin
				 if (dot) begin
					  state <= 55;
				 end
				 else if (dash) begin
					  state <= 56;
				 end
				 else if (space_reg) begin
					  state <= 63 ;
				 end
				 else if (send) begin
				     send_byte <= 26;
					  state <= 64 ;
				 end
				 dash<= 0;
				 dot <= 0;
			end
			else if (state == 28) begin
				 if (dot) begin
					  state <= 57;
				 end
				 else if (dash) begin
					  state <= 58;
				 end
				 else if (space_reg) begin
					  state <= 63 ;
				 end
				 else if (send) begin
				     send_byte <= 17;
					  state <= 64 ;
				 end
				 dash<= 0;
				 dot <= 0;
			end
			else if (state == 29) begin
				 if (dot) begin
					  state <= 59;
				 end
				 else if (dash) begin
					  state <= 60;
				 end
				 else if (space_reg) begin
					  state <= 63 ;
				 end
				 dash<= 0;
				 dot <= 0;
			end
			else if (state == 30) begin
				 if (dot) begin
					  state <= 61;
				 end
				 else if (dash) begin
					  state <= 62;
				 end
				 else if (space_reg) begin
					  state <= 63 ;
				 end
				 dash<= 0;
				 dot <= 0;
			end
			else if (state == 31) begin
				 if (space_reg) begin
					  state <= 63 ;
				 end
				 else if (send) begin
				     send_byte <= 32;
					  state <= 64 ;
				 end
				 dash<= 0;
				 dot <= 0;
			end
			else if (state == 32) begin
				 if (space_reg) begin
					  state <= 63 ;
				 end
				 if (send) begin
				     send_byte <= 31;
					  state <= 64 ;
				 end
				 dash<= 0;
				 dot <= 0;
			end
			else if (state == 34) begin
				 if (space_reg) begin
					  state <= 63 ;
				 end
				 if (send) begin
				     send_byte <= 30;
					  state <= 64 ;
				 end
				 dash<= 0;
				 dot <= 0;
			end
			else if (state == 38) begin
				 if (space_reg) begin
					  state <= 63 ;
				 end
				 else if (send) begin
				     send_byte <= 29;
					  state <= 64 ;
				 end
				 dash<= 0;
				 dot <= 0;
			end
			else if (state == 41) begin
				 if (space_reg) begin
					  state <= 63 ;
				 end
				 else if (send) begin
				     send_byte <= 37;
					  state <= 64 ;
				 end
				 dash<= 0;
				 dot <= 0;
			end
			else if (state == 46) begin
				 if (space_reg) begin
					  state <= 63 ;
				 end
				 else if (send) begin
				     send_byte <= 28;
					  state <= 64 ;
				 end
				 dash<= 0;
				 dot <= 0;
			end
			else if (state == 47) begin
				 if (space_reg) begin
					  state <= 63 ;
				 end
				 else if (send) begin
				     send_byte <= 33;
					  state <= 64 ;
				 end
				 dash<= 0;
				 dot <= 0;
			end
			else if (state == 48) begin
				 if (space_reg) begin
					  state <= 63 ;
				 end
				 else if (send) begin
				     send_byte <= 38;
					  state <= 64 ;
				 end
				 dash<= 0;
				 dot <= 0;
			end
			else if (state == 49) begin
				 if (space_reg) begin
					  state <= 63 ;
				 end
				 else if (send) begin
				     send_byte <= 39;
					  state <= 64 ;
				 end
				 dash<= 0;
				 dot <= 0;
			end
			else if (state == 55) begin
				 if (space_reg) begin
					  state <= 63 ;
				 end
				 else if (send) begin
				     send_byte <= 34;
					  state <= 64 ;
				 end
				 dash<= 0;
				 dot <= 0;
			end
			else if (state == 59) begin
				 if (space_reg) begin
					  state <= 63 ;
				 end
				 else if (send) begin
				     send_byte <= 35;
					  state <= 64 ;
				 end
				 dash<= 0;
				 dot <= 0;
			end
			else if (state == 61) begin
				 if (space_reg) begin
					  state <= 63 ;
				 end
				 else if (send) begin
				     send_byte <= 36;
					  state <= 64 ;
				 end
				 dash<= 0;
				 dot <= 0;
			end
			else if (state == 62) begin
				 if (space_reg) begin
					  state <= 63 ;
				 end
				 else if (send) begin
				     send_byte <= 37;
					  state <= 64 ;
				 end
				 dash<= 0;
				 dot <= 0;
				 state <= 0;
			end
			else if (state == 63) begin
			    send_byte <= 27;	 
				 state <= 64;
				 space_reg <= 0;
			end
			else if (state == 64) begin
				send_ena <= 1;
				state <= 65;
			end
			else if (state == 65) begin
				if (done_reading) begin
					dash<= 0;
					dot <= 0;
					state <= 0;
					send_ena <= 0;
					space_reg <= 0;
				end		
			end
			if (tap) begin
				touch_cycles <= touch_cycles +1;
			end
			else if (touch_cycles > 100000) begin
				if (touch_cycles > 85000000) begin
					dash <= 1;
				end
				else begin
					dot <= 1;
				end
				touch_cycles <= 0;
			end
			else begin
				touch_cycles <= 0;
			end
			if (state == 4) begin
				red <= 'hff;
				green <= 'h0;
				blue <= 'h0;
			end
			else if (state == 23) begin
				red <= 'hff;
				green <= 'h80;
				blue <= 'h0;
			end
			else if (state == 25) begin
				red <= 'hff;
				green <= 'hff;
				blue <= 'h0;
			end
			else if (state == 11) begin
				red <= 'h80;
				green <= 'hff;
				blue <= 'h0;
			end
			else if (state == 1) begin
				red <= 'h00;
				green <= 'hff;
				blue <= 'h0;
			end
			else if (state == 17) begin
				red <= 'h00;
				green <= 'hff;
				blue <= 'h80;
			end
			else if (state == 13) begin
				red <= 'h0;
				green <= 'hff;
				blue <= 'hff;
			end
			else if (state == 15) begin
				red <= 'h00;
				green <= 'h80;
				blue <= 'hff;
			end
			else if (state == 3) begin
				red <= 'h00;
				green <= 'h00;
				blue <= 'hff;
			end	
			else if (state == 22) begin
				red <= 'h80;
				green <= 'h00;
				blue <= 'hff;
			end
			else if (state == 12) begin
				red <= 'hff;
				green <= 'h00;
				blue <= 'hff;
			end
			else if (state == 19) begin
				red <= 'hff;
				green <= 'h00;
				blue <= 'h80;
			end		
			else if (state == 6) begin
				red <= 'hFF;
				green <= 'h45;
				blue <= 'h0;
			end
			else if (state == 5) begin
				red <= 'hE3;
				green <= 'hCF;
				blue <= 'h57;
			end
			else if (state == 14) begin
				red <= 'hFF;
				green <= 'hF8;
				blue <= 'hDC;
			end
			else if (state == 21) begin
				red <= 'h9C;
				green <= 'h66;
				blue <= 'h1F;
			end
			else if (state == 28) begin
				red <= 'hFF;
				green <= 'hD3;
				blue <= 'h9B;
			end	
			else if (state == 9) begin
				red <= 'hEE;
				green <= 'hB4;
				blue <= 'hB4;
			end
			else if (state == 2) begin
				red <= 'hDC;
				green <= 'hDC;
				blue <= 'hDC;
			end
			else if (state == 8) begin
				red <= 'hFF;
				green <= 'hBB;
				blue <= 'hFF;
			end				
			else if (state == 16) begin
				red <= 'hDC;
				green <= 'h14;
				blue <= 'h3C;
			end
			else if (state == 10) begin
				red <= 'hFF;
				green <= 'hF0;
				blue <= 'hF5;
			end
			else if (state == 24) begin
				red <= 'hFF;
				green <= 'h3E;
				blue <= 'h96;
			end		
			else if (state == 26) begin
				red <= 'h1E;
				green <= 'h90;
				blue <= 'hFF;
			end
			else if (state == 27) begin
				red <= 'h3D;
				green <= 'h91;
				blue <= 'h40;
			end
			else if (state == 46) begin
				red <= 'hBD;
				green <= 'hFC;
				blue <= 'hC9;
			end
			else if (state == 38) begin
				red <= 'hCA;
				green <= 'hFF;
				blue <= 'h70;
			end
			else if (state == 34) begin
				red <= 'hFF;
				green <= 'hFF;
				blue <= 'hF0;
			end	
			else if (state == 32) begin
				red <= 'h80;
				green <= 'h80;
				blue <= 'h69;
			end
			else if (state == 31) begin
				red <= 'hFF;
				green <= 'hD7;
				blue <= 'h00;
			end
			else if (state == 47) begin
				red <= 'hFF;
				green <= 'hEF;
				blue <= 'hD5;
			end	
			else if (state == 55) begin
				red <= 'h71;
				green <= 'h71;
				blue <= 'hC6;
			end
			else if (state == 59) begin
				red <= 'hA8;
				green <= 'hFF;
				blue <= 'hFF;
			end
			else if (state == 61) begin
				red <= 'hD4;
				green <= 'hFF;
				blue <= 'hA8;
			end	
			else if (state == 62) begin
				red <= 'hFF;
				green <= 'hA8;
				blue <= 'hD4;
			end
			else begin
				red <= 0;
				green <= 0;
				blue <= 0;
			end
		end
	end
endmodule
`default_nettype wire
### /design/flow/run.sh
#!/bin/bash
# OpenROAD 26Q1-2900-gdf79404cd8, Yosys 0.63+post, stock flow scripts
make -C /OpenROAD-flow-scripts/flow DESIGN_CONFIG=/design/flow/config.mk WORK_HOME=/design/flow/orfs finish
==> run notes <==
Update from the flow run.

The number of clock sinks is ~85. In the final layout, the share of cells above drive strength 1 is about 7.5%. The synthesized netlist handed to floorplanning was reported with a cell count of 892. For the final routed database, the setup TNS stands at 0 ps. The largest register by flop count is touch_cycles. Per the timing report, the most critical flop-to-flop path finishes at send_byte[4]. For this run, the number of Yosys warnings is 1.

OpenSTA lists the critical path endpoint as state[3]. On the worst path, the slowest cell contributes a delay of just under 700 ps. The flow ran to the end, and the final reports show no timing, DRC or antenna violations. The level count of the clock H-tree is 3. In the final report, the number of hold violations comes to 0. The OpenROAD warning count is 28. The global route stage reports its total congestion overflow as 0. After clock tree synthesis, the setup repair step added 0 buffers.

The timing startpoint of the critical path is space. The number of buffers on the longest clock path is 2. The detail route stage leaves a number of antenna-violating nets equal to 0. The average detailed-routed wire length per instance is 26.9 microns.

In this run, distinct cell masters in the synthesized netlist total between 80 and 90. The initial antenna violation count is 0. In the post-synthesis netlist, the biggest area contributors are dfxtp_1 18%, edfxtp_1 11%, nor2_1 6.5%. The arrival time reported for the critical path endpoint is approximately 5000 ps.

Across all register-to-register paths, the minimum setup slack is 3680 ps. The number of design rule violations left after detail routing is 0. The average vias per placed instance is approximately 7.3. The number of pins with negative max-slew slack in the final report is 0. Entering global routing, the biggest net connects between 50 and 60 pins. STA lists the startpoint of the worst register-to-register path as state[3]. For this design the top-level I/O count stands at approximately 41.

The worst setup path is launched from a primary input. The area growth from synthesis to layout is 11.5%. Looking at the cell usage after synthesis, the top flip-flop cell is dfxtp_1. The floorplan step defined a core boundary enclosing between 10000 and 15000 sq um. Summed over all nets, the half-perimeter wirelength after detailed placement is 20200 microns. In the log, the iteration count for the first detailed-route pass is 10. The number of synthesized flops with an enable pin is 24.

Post-route period utilization is reported as 63.6%. The sequential element share of the synthesized area is between 20% and 30%. The final non-filler cell area is 7380 sq um. The first routing iteration left 1139 violations. The total of flip-flops plus latches after synthesis is 85. The share of the synthesized area in the top cell type is a little under a fifth. The fraction of power consumed by sequential logic is 43.4%. The critical path is of the primary input to register type.

The slew at the pin closest to its max-slew limit is about 900 ps. Wires add up to between 20000 and 30000 microns. The cell type with the highest occurrence count on the critical path is or4_1. Power spread over the standard cell area amounts to 160 nW/um^2.

The count of hold-fix buffers inserted at cts is 0. The number of buffers added on ports is 38. The final estimated routing congestion in global placement is about 1.1. Buffers inserted during clock tree synthesis total 9. The clock latency reported for the late side of the worst-skew pair is 350 ps. The number of global-route vias before repair is a little over 7000.

The relative slew slack is approximately two fifths. The net switching share of the total power is between 20% and 30%. Before placement the cells fill approximately 52% of the core.

Looking at the critical path, the highest net fanout was 18. The TritonCTS clock tree is yes. The width of the die is about 120 microns. The analysis attributes to cell leakage a power of about 2.6 nW. The die area is about 14000 sq um. The cell-internal power is between 0.8 and 0.9 mW. The highest attainable clock frequency is approximately 0.22 GHz. The average instance in the mapped netlist occupies roughly 7.4 sq um. The type of the tightest min-delay check is register to register. The power report puts the net switching power at between 0.3 and 0.4 mW. Of all flip-flops after synthesis, the portion carrying an async set or reset was 0%. The clock tree root buffer cell is clkbuf_16. The cell area after synthesis is approximately 6600 sq um. Max-cap violations in this run came to 0. The peak ir drop on the vdd network is between 0.1 and 0.15 mV. The detailed router placed approximately 7800 vias in this run.

The critical path's slowest cell is ha_1. The worst-case reg-to-reg path depth is 8. Among all cell types in the netlist, the one instantiated most often is nor2_1. The shortest period the worst path allows is 4640 ps. The final tally of setup violations is 0. STA classifies the critical path endpoint as a register.

According to the floorplan log, the row count is a little over 40. The synthesized netlist has a Yosys-reported chip area of roughly 6600 sq um. Post-CTS repair ended up resizing 0 cells. Antenna repair during routing inserted a diode count of 0. The cell type with the highest aggregate area in the netlist is dfxtp_1. The die boundary height is around 120 microns. Across the routed clock network, the largest skew measured is around 11 ps.

Setup repair after global routing left no endpoint under its margin. The first global-routing pass estimated ~44000 microns of wire. The number of flip-flops under the largest register name is between 40 and 50. Summed over all routing layers, the global router reports a total usage of 44.8%.

The power report attributes to the combinational group a share of about 16%. The synth_stat.txt file lists the number of cells as around 900. The worst endpoint required time is ~7500 ps. The cell area after placement is 7070 sq um. The clock-pin slew on the worst setup and hold paths is roughly 70 ps. The commonest cells after synthesis are 115 x nor2_1, 102 x nand2_1, 61 x dfxtp_1.

The clock share of power is roughly two fifths. Walking the worst path, the cells encountered are clkdlybuf4s50_1 -> ha_1 -> o41ai_2 -> nand2_1 -> nor3_1 -> or4_4 -> or4_1 -> or4_1.
placed cells by master, fill, tap and decap left out, types with 5 or more instances in the layout:
| cell | instances |
|---|---|
| nor4b_1 | 8 |
| nor3_1 | 37 |
| clkbuf_16 | 9 |
| a31oi_1 | 12 |
| o22ai_1 | 19 |
| nand3b_1 | 6 |
| or2_2 | 7 |
| a21oi_1 | 52 |
| or4_1 | 9 |
| inv_1 | 15 |
| nand3_1 | 44 |
| buf_4 | 20 |
| o2111ai_1 | 5 |
| edfxtp_1 | 24 |
| nand4b_1 | 8 |
| dfxtp_1 | 61 |
| nand2b_1 | 7 |
| mux2i_1 | 7 |
| nor4_1 | 17 |
| xor2_1 | 23 |
| o31ai_1 | 5 |
| a211oi_1 | 6 |
| xnor2_1 | 20 |
| and3_1 | 15 |
| o21ai_0 | 32 |
| or3_1 | 7 |
| nand2_1 | 102 |
| a22oi_1 | 6 |
| nor2_1 | 115 |
| nand4_1 | 35 |
| and4_1 | 5 |
| nor2b_1 | 12 |
| clkdlybuf4s50_1 | 37 |
| o221ai_1 | 7 |
| or3b_2 | 5 |
cell families after synthesis:
family | Yosys count | share of synthesized area, %
simple gates | 473 | 38.1
compound gates | 195 | 19.7
flops | 85 | 29.3
buf+inv | 84 | 5.52
xor+xnor | 43 | 5.69
mux | 7 | 1.06
fa+ha+maj | 3 | 0.567
other cells | 2 | 0.113
through the flow:
step	util [%]	setup WS, ps	hold slack [ps]	power, mW	instances
4_1_cts	57.8	2770	450	1.17	1069
3_3_place_gp	55.4	2370	435	0.699	1053
6_report	57.8	2660	445	1.18	1069
3_5_place_dp	55.4	2390	440	0.700	1053
5_1_grt	57.8	2500	463	1.21	1069
2_1_floorplan	-	3370	414	0.625	892
routing by layer:
| layer | wire (microns) | share of wire (%) | GRT usage (%) | vias up |
|---|---|---|---|---|
| met4 | 1990 | 6.9 | 21.8 | 0 |
| met2 | 11500 | 40 | 62.6 | 689 |
| met3 | 4150 | 14 | 15.4 | 187 |
| met5 | 0 | 0 | 0.741 | - |
| li1 | - | - | - | 3346 |
| met1 | 11000 | 38 | 62.5 | 3554 |
critical path: cells and delay by family:
family                   cells  cell delay (ps)
AND/OR/NAND/NOR              5             2040
adder cells (fa/ha/maj)      1              680
buffers and inverters        1              420
AND-OR/OR-AND                1              270
worst min path at each step:
stage	start	to	slack [ps]	cells after the start
after CTS	send_byte[7]	send_byte[7]	450	1
after global routing	send_byte[6]	send_byte[6]	460	1
final	send_byte[6]	send_byte[6]	450	1
power by group through the flow:
stage	combinational (mW)	sequential, mW	clock (mW)
6_report	0.189	0.512	0.478
5_1_grt	0.198	0.513	0.502
4_1_cts	0.179	0.511	0.482
layout make-up:
type,instances,area [sq um]
multi-input combinational,723,4340
sequential,85,1940
tap,172,215
clock buffer,9,225
inverter,15,56.3
fill,1082,5400
clock inverter,7,78.8
timing repair buffer,58,526
No activity file was given, so power comes from the tool's default toggle rates.
