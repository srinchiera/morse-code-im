==> ./design.v <==
`timescale 1ns / 1ps
`default_nettype none
module CharSender(cclk,rstb,send_ena,done_reading,char,outputCharBit);
	input  wire cclk;
	input  wire rstb;
	input  wire send_ena;
	output reg done_reading;
	input  wire [7:0] char;
	output reg outputCharBit;
	reg [31:0] counter;
	reg [7:0] currChar;
	reg first;
	reg [31:0] clkCounter;
	always @(posedge cclk) begin
		if (~rstb) begin
			outputCharBit <= 1'b1;
			counter <= 32'd0;
			currChar <= 8'd5;
			done_reading <= 1'b0;
			first <= 1'b1;
			clkCounter <= 0;
		end
		else begin
			if (clkCounter == 1) begin
				if (send_ena && counter == 32'd10) begin
					currChar <= char;
					counter <= 32'd0;
				end
				else if (counter < 32'd10) begin     
					if (counter == 32'd0) begin       
						outputCharBit <= 1'b0;
						done_reading <= 1'b1;
					end
					else if (counter == 32'd9) begin  
						outputCharBit <= 1'b1;
						done_reading <= 1'b0;
					end
					else begin                        
						outputCharBit <= currChar[counter-1];
					end
					counter <= (counter + 32'd1);
				end
			end
			if (clkCounter == 10417 - 1) begin
				clkCounter <= 0;
			end
			else begin
				clkCounter <= clkCounter + 32'd1;
			end
		end  
	end  
endmodule
`default_nettype wire
==> ./run.sh <==
#!/bin/bash
# OpenROAD 26Q1-2900-gdf79404cd8, Yosys 0.63+post, stock flow scripts
make -C /OpenROAD-flow-scripts/flow DESIGN_CONFIG=/design/flow/config.mk WORK_HOME=/design/flow/orfs finish
==> ./config.mk <==
export PLATFORM = sky130hd
export DESIGN_NAME = CharSender
export DESIGN_NICKNAME = CharSender
export VERILOG_FILES = /design/flow/design.v
export SDC_FILE = /design/flow/constraint.sdc
export NUM_CORES = 4
export LEC_CHECK = 1
export CORE_UTILIZATION = 50
==> ./constraint.sdc <==
current_design CharSender

set clk_period 6.6
set clk_io_pct 0.2

create_clock -name clk0 -period $clk_period [get_ports {cclk}]

set non_clock_inputs [all_inputs -no_clocks]
set_input_delay [expr $clk_period * $clk_io_pct] -clock clk0 $non_clock_inputs
set_output_delay [expr $clk_period * $clk_io_pct] -clock clk0 [all_outputs]
==> run summary <==
Implementation results are summarized by area below.

Outcome
The run finished with clean final reports.

Detailed routing
The total vias in the final route is 2464. Dividing the detail-routed wire length by the instance count gives 14.09 um. The DRC violation total left in the routed layout is recorded as 0.

The number of optimization iterations in the first detailed-route pass is 4. The total detailed-routing wirelength is 6.312 mm. Per the post-route antenna check, the number of violating nets is 0. The count of antenna diodes in the layout is 0. The violation tally recorded at the end of detailed-routing iteration 0 is 105. The ratio of routed vias to standard cells is 5.500.

Critical path
The worst setup path is launched from an input port. The standard cell with the maximum stage delay on the critical path is sky130_fd_sc_hd__and4b_1. The worst register-to-register path begins at clkCounter[30]$_SDFF_PP0_. The highest fanout seen on the critical path is 18. The data arrival time reported for the critical path is 2960 ps. For the worst reg-to-reg path, the endpoint reported by OpenROAD is counter[6]$_SDFFE_PN0P_. STA puts the critical path data required time at 6840 ps. The critical path class is in -> reg. The worst register-to-register path depth is 5. The highest cell delay on the worst timing path is 480 ps. The dominant delay contributor by cell family on the critical path is simple AND/OR/NAND/NOR gates.

Along the critical path, the tally of buffer and inverter instances is 1. In this run the register-to-register setup slack is 4090 ps. Walking the worst path, the cells encountered are clkdlybuf4s50_1, and4b_1, nand3_2, and3_1.

The nature of the critical path endpoint is a register.

Placed design
After legalization and detailed placement, the total HPWL measured 4.214 mm. The final weighted congestion in routability-driven placement is 0.8500. The number of buffers inserted by port buffering is 12. Per the detailed placement report, the placed cell area equals 0.003412 mm2.

Floorplan
From bottom edge to top edge, the die measures 82.55 um. The floorplan-stage core utilization is 0.5322. In this run the full chip footprint comes out at 0.006815 mm2.

For this design the top-level I/O count stands at 13. For reference, the placement row count at floorplan is 28. The core outline area is 0.006096 mm2. According to the floorplan report, the die width is 82.55 um.

Global routing
The via count of the first global-routing pass is 2194. Total global-route track usage over all layers is 0.2026. Entering global routing, the biggest net connects 37 pins. After global routing the overflow that remains totals 0.

The first global-routing pass estimated 10.23 mm of wire. The initial antenna violation count is 0.

Synth
The post-synthesis cell count from yosys is 358. The parity-gate share of the synthesized area counting xor and xnor cells is 0.08099. The number of register bits inferred by synthesis is 74.

By area the synthesized netlist is led by sky130_fd_sc_hd__dfxtp_1, sky130_fd_sc_hd__xnor2_1, sky130_fd_sc_hd__nor2_1, sky130_fd_sc_hd__nand4_1, sky130_fd_sc_hd__nor4_1. In this run, the synthesized area fraction spent on AND-OR/OR-AND gates is recorded as 0.06286. Per the synthesis report, the simple-gate share of the synthesized area is 0.3282. Of the total synthesized cell area, the portion taken by full adders, half adders and majority gates is 0.02700. In the Yosys stats the netlist draws on 46 distinct library cells. The share of synthesized area occupied by flip-flops and latches is 0.4566. The mean post-synth cell area is 9.062 um2. Counting the warning lines in the Yosys log gives 1. The cell type with the largest total area after synthesis is sky130_fd_sc_hd__dfxtp_1. The post-synthesis cell count is 358. The dominant non-sequential cell family after synthesis is simple AND/OR/NAND/NOR gates.

The synthesized netlist occupies a cell area of 0.003244 mm2. The multiplexer share of the synthesized area is 0.01234. The share of the synthesized area in the top cell type is 0.4566. The stat command in Yosys gives a chip area of 0.003244 mm2.

CTS
The number of buffers inserted during clock tree synthesis is 9. For the worst-skew pair, the clock arrives at the later sink with an insertion delay of 350 ps. The post-CTS setup repair buffer count is 0.

The CTS root buffer is sky130_fd_sc_hd__clkbuf_8. The count of instances resized after the clock tree is built is 0. In this run the number of H-tree levels came out at 3. The clock tree from TritonCTS is yes. The timing report gives the clock slew at the launch and capture registers of the worst setup and hold paths as 80 ps. The count of hold-fix buffers inserted at cts is 0.

No sink is reached through more buffers than the 2 on the longest clock path. CTS saw 74 sinks.

Timing
The worst slew margin relative to its limit is 0.5111. At the pin with the least slew margin, the transition time is 729.3 ps. The achievable clock frequency is 0.3677 GHz.

The final count of hold timing violations is 0. Per the final report, max-transition violations number 0. The total negative slack for setup checks is 0 ps. The final clock period utilization by the worst path is 0.4121.

Setup repair after global routing left no endpoint under its margin. The end-of-flow timing check tallies setup violations at 0. The clock skew after layout is 10.05 ps. The final period demand of the worst path is 2720 ps.

Power and ir drop
Across the VDD grid, the largest voltage drop is 0.0001461 V. The leakage power figure is 1.349 nW. The total power density per cell area is 237.5 mW/mm2.

Cells and area
The flow measured a signed area growth from synthesis to layout of 11.42%. Of the cells placed in the final design, the portion with a size suffix greater than 1 is 0.06971. The final cell area excluding filler cells is 0.003615 mm2.

Worst hold path
The path class of the lowest-slack min-delay path is reg -> reg. The worst hold path depth is 1. The destination of the worst hold path is counter[27]$_SDFFE_PN0P_.

Per the hold report, the tightest min-delay path originates at counter[27]$_SDFFE_PN0P_.

Run
In this run the maximum-capacitance check reported violations numbering 0. The count of warning messages emitted by the tools is 31.
kinds of logic after synthesis:
logic type	after synthesis
buf+inv	24
fa+ha+maj	7
xor+xnor	30
flops	74
mux	4
simple gates	187
compound gates	32
metal layers:
| layer | track usage | part of all wire | up-vias | wire [um] |
|---|---|---|---|---|
| met5 | 0 | 0 | - | 0 |
| met4 | 0.03448 | 0.015 | 0 | 93 |
| met3 | 0.04459 | 0.028 | 7 | 178 |
| met2 | 0.3273 | 0.46 | 32 | 2910 |
| met1 | 0.2915 | 0.50 | 1117 | 3129 |
| li1 | - | - | 1308 | - |
final cells by class:
| type | count | area [um2] |
|---|---|---|
| clock buffers | 9 | 123.9 |
| fillers | 536 | 2481 |
| well taps | 75 | 93.84 |
| multi-input cells | 260 | 1668 |
| flip-flops and latches | 74 | 1481 |
| inverters | 9 | 33.78 |
| repair buffers | 14 | 135.1 |
| clock inverters | 7 | 78.83 |
through the flow:
step / util / power, W / hold slack [ps] / setup slack (ps) / instances
floorplan: - / 0.0004972 / 430.2 / 4158 / 358
global placement: 0.5597 / 0.0005163 / 442.3 / 3550 / 432
detailed placement: 0.5597 / 0.0005164 / 445.1 / 3518 / 432
CTS: 0.5930 / 0.0008694 / 469.1 / 3901 / 448
global route: 0.5930 / 0.0008956 / 482.4 / 3785 / 448
finish: 0.5930 / 0.0008585 / 463.8 / 3880 / 448
placed cells by master, fill, tap and decap left out, types with 3 or more instances in the layout:
| master | netlist | layout |
|---|---|---|
| sky130_fd_sc_hd__nor2b_1 | 4 | 4 |
| sky130_fd_sc_hd__nand2_1 | 17 | 17 |
| sky130_fd_sc_hd__clkbuf_8 | 0 | 9 |
| sky130_fd_sc_hd__a21oi_1 | 11 | 11 |
| sky130_fd_sc_hd__dfxtp_1 | 74 | 74 |
| sky130_fd_sc_hd__nor4_1 | 21 | 21 |
| sky130_fd_sc_hd__xnor2_1 | 21 | 21 |
| sky130_fd_sc_hd__o21ai_0 | 9 | 9 |
| sky130_fd_sc_hd__xor2_1 | 9 | 9 |
| sky130_fd_sc_hd__nand4_1 | 21 | 21 |
| sky130_fd_sc_hd__and2_1 | 15 | 15 |
| sky130_fd_sc_hd__nor2_1 | 45 | 45 |
| sky130_fd_sc_hd__nor3_1 | 4 | 4 |
| sky130_fd_sc_hd__ha_1 | 7 | 7 |
| sky130_fd_sc_hd__and3_1 | 19 | 19 |
| sky130_fd_sc_hd__mux2i_1 | 4 | 4 |
| sky130_fd_sc_hd__o31ai_1 | 4 | 4 |
| sky130_fd_sc_hd__or4_1 | 3 | 3 |
| sky130_fd_sc_hd__clkinvlp_4 | 0 | 3 |
| sky130_fd_sc_hd__and4_1 | 7 | 7 |
| sky130_fd_sc_hd__nand3_1 | 13 | 13 |
| sky130_fd_sc_hd__inv_1 | 8 | 8 |
| sky130_fd_sc_hd__clkdlybuf4s50_1 | 0 | 12 |
registers in the layout (all words and copies together) (netlist names):
register	count
counter	32
done_reading	1
clkCounter	32
currChar	8
outputCharBit	1
cell usage after synthesis, drive strengths merged:
library cell,n
a21oi,11
a22oi,1
a31oi,1
a32o,1
a41oi,1
and2,15
and3,19
and4,7
and4b,1
buf,7
clkbuf,8
clkinv,1
dfxtp,74
ha,7
inv,8
mux2i,4
nand2,17
nand3,15
nand3b,1
nand4,21
nand4b,1
nor2,45
nor2b,4
nor3,6
nor3b,2
nor4,22
nor4b,2
o211a,1
o21a,1
o21ai,9
o31ai,5
o41a,1
or2,1
or3,3
or4,4
or4b,1
xnor2,21
xor2,9
how the worst max path moves through the flow:
stage             from                        end  cells after the start
global route      rstb  done_reading$_SDFFE_PN0P_                      5
finish        send_ena    counter[6]$_SDFFE_PN0P_                      4
CTS               rstb  done_reading$_SDFFE_PN0P_                      5
where the power goes:
part	total (W)	switching [W]	internal (W)	leakage [nW]
registers	0.000455	0.00000513	0.000450	0.597
logic	0.0000508	0.0000282	0.0000226	0.660
clock network	0.000353	0.000176	0.000177	0.0921
Power is estimated from default activity; no workload was simulated.
